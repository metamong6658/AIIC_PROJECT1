File: flow/run.sh
#!/bin/bash
# OpenROAD 26Q1-2900-gdf79404cd8, Yosys 0.63+post, stock flow scripts
make -C /OpenROAD-flow-scripts/flow DESIGN_CONFIG=/design/flow/config.mk WORK_HOME=/design/flow/orfs finish
File: flow/config.mk
export PLATFORM = sky130hd
export DESIGN_NAME = PE
export DESIGN_NICKNAME = PE
export VERILOG_FILES = /design/flow/design.v
export SDC_FILE = /design/flow/constraint.sdc
export NUM_CORES = 4
export LEC_CHECK = 1
export CORE_UTILIZATION = 30
File: flow/constraint.sdc
current_design PE

set clk_period 61.1
set clk_io_pct 0.2

create_clock -name clk0 -period $clk_period [get_ports {i_clk}]

set non_clock_inputs [all_inputs -no_clocks]
set_input_delay [expr $clk_period * $clk_io_pct] -clock clk0 $non_clock_inputs
set_output_delay [expr $clk_period * $clk_io_pct] -clock clk0 [all_outputs]
File: flow/design.v
module PE #(
    parameter Qw = 123,
    parameter sigmoid_max = 123)
(
    input i_clk,
    input i_rst,
    input signed [7:0] i_data,
    input signed [7:0] i_weight,
    input i_op_activation,   
    input i_accumulator_clr,
    input i_no_rect_quantize,
    output reg [7:0] o_data,
    output reg o_decision
);
reg signed [31:0] r_multi;
always @(*) begin
    r_multi <= i_data * i_weight;
end
wire signed [31:0] w_acc;
accumulator i_accumulator(
    .i_clk(i_clk),
    .i_accumulator_clr(i_accumulator_clr),
    .i_data(r_multi),
    .o_data(w_acc)
);
wire [31:0] w_relu;
ReLu i_relu(
    .r_in(w_acc),
    .r_out(w_relu)
);
wire [31:0] w_sigmoid;
Sigmoid #(sigmoid_max) i_sigmoid(
    .clk(i_clk),
    .reset(i_rst),
    .x(w_acc),
    .o(w_sigmoid)
);
reg [31:0] r_sel_act;
always @(*) begin
    if(i_op_activation) begin
        r_sel_act <= w_sigmoid;
    end
    else begin
        r_sel_act <= w_relu;
    end
end
always @(*) begin
    if(i_no_rect_quantize) begin
        o_data <= w_acc;
    end
    else begin
        o_data <= r_sel_act / Qw;
    end
end
always @(*) begin
    if(w_sigmoid > sigmoid_max / 2) o_decision <= 1;
    else o_decision <= 0;
end
endmodule
module ReLu(r_in,r_out);
input  wire signed [31:0] r_in;
output reg [31:0] r_out;
always @(*) begin
    if(r_in<0) r_out <= 0;
    else r_out <= r_in;
end
endmodule
module Sigmoid #(
    parameter sigmoid_max = 123
) (
    input clk,
    input reset,
    input  wire signed [31:0] x,
    output reg [31:0] o
);
reg sign, sign1, sign2;
reg [31:0] x1, x2, x3;
reg [3:0] b_index;
reg [31:0] b [0:8];
always @(posedge clk) begin
    if(reset) begin
        sign <= 0;
        sign1 <= 0;
        sign2 <= 0;
        x1 <= 0;
        x2 <= 0;
        x3 <= 0;
        b_index <= 0;
        b[0] <= 32'd936;  
        b[1] <= 32'd1185;  
        b[2] <= 32'd1434;  
        b[3] <= 32'd1609;  
        b[4] <= 32'd1719;  
        b[5] <= 32'd1785;  
        b[6] <= 32'd1821;  
        b[7] <= 32'd1843;  
        b[8] <= 32'd1872;  
        o <= 0;
    end
    else begin
            if(x<0) begin
                sign <= 1;
                x1 <= ~x;
            end
            else begin
                sign <= 0;
                x1 <= x;
            end
            sign1 <= sign;
            sign2 <= sign1;
            if(x1 >= 0 && x1 < 1994) begin
                x2 <= x1 >> 2;  
                b_index <= 0;
            end
            else if(x1 >= 1994 && x1 < 4052) begin
                x2 <= x1 >> 3;  
                b_index <= 1;
            end
            else if(x1 >= 4052 && x1 < 5574) begin
                x2 <= x1 >> 4;  
                b_index <= 2;
            end
            else if(x1 >= 5574 && x1 < 6973) begin
                x2 <= x1 >> 5;  
                b_index <= 3;
            end
            else if(x1 >= 6973 && x1 < 8317) begin
                x2 <= x1 >> 6;  
                b_index <= 4;
            end
            else if(x1 >= 8317 && x1 < 9637) begin
                x2 <= x1 >> 7;  
                b_index <= 5;
            end
            else if(x1 >= 9637 && x1 < 10946) begin
                x2 <= x1 >> 8;  
                b_index <= 6;
            end
            else if(x1 >= 10946 && x1 < 13549) begin
                x2 <= x1 >> 9;  
                b_index <= 7;
            end
            else begin
                x2 <= 0;  
                b_index <= 8;
            end
            x3 <= (x2 + b[b_index]);
            if(sign2) o <= (sigmoid_max - x3);
            else o <= x3;
    end
end
endmodule
module accumulator (
    input i_clk,
    input i_accumulator_clr,
    input   wire signed  [31:0]  i_data,
    output  reg  signed  [31:0]  o_data
);
always @(posedge i_clk) begin
    if(i_accumulator_clr) begin
        o_data <= 0;
    end
    else begin
        o_data <= o_data + i_data;
    end
end
endmodule
==> qor.yml <==
timing:
  period_needed_ps: 45390
  finalHoldViolations: 0
  setup_violations: 0
  final_max_slew_viol_count: 0
  max_freq_mhz: 22.0
  hold_ws_ps: 442
  rsz0062_at_grt: "false"
  setup_tns_ps: 0
  relSlewSlack_pct: 40.8
  fin_crit_sh_pct: 74.3
  skew_ps: 12.2
  tightest_slew_ps: 876
clocking:
  cts-htree-levels: 4
  clock_latency_ps: 420
  cts_resized: 0
  numCtsBuffers: 17
  postCtsSetupBuffers: 0
  clockRootBuffer: "clkbuf_16"
  clkTransAtPathRegs_ps: 60
  clock-sinks: 168
  cts_hold_buffers: 0
  cts.path.max_buffers: 2
  cts_tree: "built"
logic_synthesis:
  yosys.area.top_type_share_pct: 16.6
  mux_share_pct: 5.44
  yosysUniqueCellTypes: 126
  ys_cells: 2447
  synth_area_um2: 20300
  ys_sh_xor_pct: 7.10
  ys_ff: 168
  yosys_area_um2: 20300
  synthSimpleGateAreaFrac_pct: 20.9
  logic_family: "AND-OR/OR-AND gates"
  compound_area_share_pct: 22.6
  synth-seq-area-share_pct: 16.6
  yosys_most_used_dff: "dfxtp_1"
  ys_warn_count: 5
  ys_async_sr_fraction_pct: 0
  synth.avg_cell_area_um2: 8.28
  edf_count: 0
  synth.top_cells.by_area: "dfxtp_1, fa_1, ha_1"
  ys_sh_adder_pct: 21.1
  synthCells: 2447
  largest_area_cell: "dfxtp_1"
detailed_routing:
  drc: 0
  wire_per_inst_um: 13.9
  drt_first_pass_iters: 5
  drtIter0Drc: 977
  route.antenna.remaining_nets: 0
  vias: 17087
  n_antenna_cell: 0
  avgViaCountPerCell: 5.13
  routed_wl_mm: 46.2
global_routing:
  grt_max_degree: 65
  grt_pass1_wl_mm: 80.0
  antenna_found_initial: 0
  grtUsageTotal_pct: 14.2
  gr-total-overflow: 0
  first_global_vias: 16116
floorplanning:
  fp-row-count: 94
  floorplan.core_util_pct: 30.5
  io_pins: 30
  core_area_um2: 66300
  die_width_um: 262
  dieHeight_um: 262
  chip_area_um2: 68600
critical_path:
  critPathKind: "in2out"
  required_ps: 48880
  slowest_delay_ps: 690
  cp.arrival_ps: 33170
  startpoint_type: "input pin"
  slowest_stage: "a41oi_1"
  endpoint_kind: "primary output"
  crit_fanout: 62
finish:
  areaGrowthSynthToFinish_pct: 9.18
  fillCellCount: 6944
  logic_area_um2: 15700
  regArea_um2: 3360
  drive_above_1_share_pct: 7.94
placed_design:
  gp_congestion: 0.905
  hpwl_mm: 36.6
  port-buffer-count: 29
hold_path:
  worst_hold_path_type: "reg2reg"
run:
  warnings: 33
  cap_violations: 0
status:
  run_status: "finished, final reports clean"
-- path summary, 6_finish.rpt --
check                           cells after the start  slack (ps)                                  end                                from
worst max-delay path                               67       15710                            o_data[0]                     i_op_activation
worst min-delay path                                1         440           i_sigmoid.sign2$_SDFF_PP0_          i_sigmoid.sign1$_SDFF_PP0_
worst max register to register                     35       53530  i_accumulator.o_data[31]$_SDFF_PP0_  i_accumulator.o_data[6]$_SDFF_PP0_
worst min register to register                      1         440           i_sigmoid.sign2$_SDFF_PP0_          i_sigmoid.sign1$_SDFF_PP0_
-- cell usage after synthesis, types with 34 or more instances --
master,n
a21oi_1,124
and2_1,56
clkbuf_1,54
dfxtp_1,168
fa_1,137
ha_1,118
inv_1,223
mux2_2,34
mux2i_1,54
nand2_1,186
nand3_1,75
nor2_1,235
nor3_1,66
o21ai_0,71
xnor2_1,97
xor2_1,51
-- layout by cell type (no fill, tap or decap), types with 11 or more instances in the layout --
cell type / n
nor2_1: 235
inv_1: 223
nand2_1: 186
dfxtp_1: 168
fa_1: 137
a21oi_1: 124
ha_1: 118
xnor2_1: 97
nand3_1: 75
o21ai_0: 71
nor3_1: 66
and2_1: 56
mux2i_1: 54
xor2_1: 51
mux2_2: 34
a21o_1: 33
a31oi_1: 32
nor4_1: 32
nand4_1: 30
o21bai_1: 30
buf_4: 30
nor2b_1: 27
clkdlybuf4s50_1: 27
a211oi_1: 26
or3_1: 23
o211ai_1: 23
and3_1: 22
conb_1: 22
nand2b_1: 21
o31ai_1: 17
clkbuf_16: 17
a211o_1: 15
o21a_1: 12
a221oi_1: 12
o21ai_1: 11
o221ai_1: 11
-- metal layers --
layer,up-vias,track usage [%],share of wire [%]
li1,8763,-,-
met5,-,0,0
met3,28,1.57,3.7
met4,0,1.50,0.97
met1,7992,21.5,50
met2,304,22.7,46
-- metrics by stage --
stage	area, um2	cells	utilization [%]	setup WS, ps
after CTS	22100	3334	33.3	15850
after floorplan	20300	2468	-	20120
final	22100	3334	33.3	15710
after global routing	22100	3334	33.3	13840
after global placement	21500	3302	32.4	16190
after detailed placement	21500	3302	32.4	15870
-- state kept, by name, summed over array words and instances (netlist names) --
| signal | cells |
|---|---|
| i_accumulator.o_data | 32 |
| i_sigmoid.o | 32 |
| i_sigmoid.sign1 | 1 |
| i_sigmoid.sign2 | 1 |
| i_sigmoid.sign | 1 |
| i_sigmoid.x3 | 31 |
| i_sigmoid.x1 | 32 |
| i_sigmoid.x2 | 30 |
| i_sigmoid.b_index | 8 |
-- critical path, delay by kind of cell --
family / cells / cell delay (ps)
AND-OR/OR-AND: 32 / 10870
XOR/XNOR: 2 / 430
adder cells (fa/ha/maj): 2 / 520
buffers and inverters: 6 / 1560
multiplexers: 9 / 3420
AND/OR/NAND/NOR: 16 / 4090
-- final cells by class --
cell class / count / share of cell area [%]
clock buffers: 17 / 1.92
flip-flops and latches: 168 / 15.2
multi-input cells: 1989 / 71.0
inverters: 224 / 3.80
repair buffers: 57 / 2.24
clock inverters: 15 / 0.967
well taps: 864 / 4.89
-- cells by family after synthesis --
family / count (synthesis)
flops: 168
other cells: 1
fa+ha+maj: 260
mux: 101
simple gates: 848
xor+xnor: 156
buf+inv: 311
compound gates: 602
